### run.sh
#!/bin/bash
# OpenROAD 26Q1-2900-gdf79404cd8, Yosys 0.63+post, stock flow scripts
make -C /OpenROAD-flow-scripts/flow DESIGN_CONFIG=/design/flow/config.mk WORK_HOME=/design/flow/orfs finish
### config.mk
export PLATFORM = sky130hd
export DESIGN_NAME = demodulator
export DESIGN_NICKNAME = demodulator
export VERILOG_FILES = /design/flow/design.v
export SDC_FILE = /design/flow/constraint.sdc
export NUM_CORES = 4
export LEC_CHECK = 1
export CORE_AREA = 10 10 70 70
export DIE_AREA = 0 0 80 80
### constraint.sdc
current_design demodulator

set clk_period 1.8
set clk_io_pct 0.2

create_clock -name clk0 -period $clk_period [get_ports {clk}]

set non_clock_inputs [all_inputs -no_clocks]
set_input_delay [expr $clk_period * $clk_io_pct] -clock clk0 $non_clock_inputs
set_output_delay [expr $clk_period * $clk_io_pct] -clock clk0 [all_outputs]
### design.v
module demodulator #(
    parameter OUTPUT_WIDTH = 12,
    parameter ACC_WIDTH = 2 * OUTPUT_WIDTH + 4   
)(
    input clk,
    input rst,
    input mode_sel,  
    input signed [OUTPUT_WIDTH-1:0] recv_sig,   
    input [OUTPUT_WIDTH-1:0] sine_c,            
    output reg data_out                         
);
    wire signed [2*OUTPUT_WIDTH-1:0] mult_result;
    reg signed [ACC_WIDTH-1:0] acc;
    wire signed [OUTPUT_WIDTH-1:0] sine_signed = sine_c;
    assign mult_result = recv_sig * sine_signed;
    always @(posedge clk or posedge rst) begin
        if (rst)
            acc <= 0;
        else
            acc <= acc + mult_result;
    end
    reg [7:0] sample_count;
    always @(posedge clk or posedge rst) begin
        if (rst) begin
            sample_count <= 0;
            data_out <= 0;
        end else begin
            sample_count <= sample_count + 1;
            if (sample_count == 8'd255) begin  
                sample_count <= 0;
                if (mode_sel == 1'b0) begin
                    data_out <= (acc >= 0) ? 1'b1 : 1'b0;
                end else begin
                    data_out <= (acc >= (1 << (ACC_WIDTH-2))) ? 1'b1 : 1'b0;
                end
                acc <= 0;  
            end
        end
    end
endmodule
==> flow_metrics.env <==
# source this file to load flow results
export IMPL_filler_cell_count=396
export IMPL_synth_seq_share_pct=57.69
export IMPL_rr_startpoint="sample_count[0]$_DFF_PP0_"
export IMPL_clk_pin_slew_ns=0.06
export IMPL_hold_class="input port to asynchronous set/reset pin"
export IMPL_grt_pass1_vias=284
export IMPL_yosysWarnings=57
export IMPL_hpwl_um=496.5
export IMPL_layout_drive_gt1_share_pct=9.091
export IMPL_warnings=49
export IMPL_cts_setup_buffers=0
export IMPL_drt_pass1_iterations=4
export IMPL_worstPathRequired_ns=1.44
export IMPL_worstSkewPairLatency_ns=0.26
export IMPL_die_x_um=80
export IMPL_syn_to_final_growth_pct=29.17
export IMPL_fp_utilization_pct=11.43
export IMPL_worst_clock_skew_ns=0.01034
export IMPL_critPathLaunch="data_out$_DFFE_PP0N_"
export IMPL_grt_max_degree=10
export IMPL_cp_depth=1
export IMPL_cp_max_fo=2
export IMPL_slowest_delay_ns=0.46
export IMPL_htreeDepth=1
export IMPL_critPathKind="register to output port"
export IMPL_power_total_w=0.0003645
export IMPL_num_rows=21
export IMPL_fmaxAchievable_mhz=701.8
export IMPL_post_cts_resized=0
export IMPL_num_antenna_cells=0
export IMPL_path_cells="clkdlybuf4s50_1"
export IMPL_min_period_ns=1.425
export IMPL_gr_usage_all_layers_pct=2.448
export IMPL_critPathCaptureType="output port"
export IMPL_regToRegEndpoint="sample_count[3]$_DFF_PP0_"
export IMPL_synth_flops=9
export IMPL_die_area_um2=6400
export IMPL_cts_tree="yes"
export IMPL_worst_path_max_delay_cell="clkdlybuf4s50_1"
export IMPL_flop_area_um2=225.2
export IMPL_totalNegativeSetupSlack_ns=0
export IMPL_tightest_slew_ns=0.3301
export IMPL_ys_cells=37
export IMPL_routed_via_density=3.356
export IMPL_port_buffers=3
export IMPL_vias=302
export IMPL_finalHoldViolations=0
export IMPL_setup_viol_count_final=0
export IMPL_ys_types=15
export IMPL_postLayoutCoreUtil_pct=14.76
export IMPL_synth_chip_area_um2=390.4
export IMPL_coreArea_um2=3416
export IMPL_synthesis_area_um2=390.4
export IMPL_drc_errors=0
export IMPL_rsz0062_at_grt="no"
export IMPL_crit_end="data_out"
export IMPL_die_h_um=80
export IMPL_io_pins=28
export IMPL_cts_buffers=3
export IMPL_arrival_ns=1.06
export IMPL_clock_path_buffers=2
export IMPL_cts_root_buf="clkbuf_4"
export IMPL_worst_path_buf_inv=1
export IMPL_slew_headroom_pct=77.97
export IMPL_postRouteAntennaNets=0
export IMPL_cts_sinks=9
export IMPL_r2r_setup_slack_ns=0.56
export IMPL_status="complete, no violations"
export IMPL_grt_pass1_wl_um=1207
export IMPL_logic_area_um2=153.9
export IMPL_antenna_found_initial=0
export IMPL_startpoint_type="register"
export IMPL_hold_buffers=0
export IMPL_power_per_cell_area_nw_per_um2=722.9
export IMPL_p_leak_nw=0.2074
export IMPL_cp_top_family="buffers and inverters"
export IMPL_gp_congestion=0.7319
export IMPL_reg2reg_depth=4
export IMPL_avgSynthCellArea_um2=10.55
export IMPL_drtIter0Drc=50
export IMPL_maxCapViolations=0
export IMPL_synthCells=37
export IMPL_wl_um=654
export IMPL_grt_overflow_total=0
export IMPL_finalClockPeriodUsage_pct=79.17
export IMPL_wire_per_inst_um=7.267
export IMPL_peakVddDrop_uv=236.1
export IMPL_drv_slew=0
[state kept, by name (all words and copies together) (netlist names)]
register,cells
sample_count,8
data_out,1
[synthesized netlist by cell type]
cell	instances	area share [%]
dfrtp_1	9	58
nor2_1	4	3.8
inv_1	3	2.9
o21ai_0	3	3.8
xor2_1	3	6.7
a21oi_1	2	2.6
nand2_1	2	1.9
nand3_1	2	2.6
nand4_1	2	3.2
or3_1	2	3.2
ha_1	1	3.2
nand3_2	1	2.6
nor2b_1	1	1.6
o31ai_1	1	1.9
xnor2_1	1	2.2
[layer usage]
metal / GRT usage, % / wire (um) / up-vias
met5: 0 / 0 / -
met4: 0.1761 / 0 / 0
met3: 2.386 / 100 / 0
met2: 2.889 / 243 / 15
met1: 3.186 / 309 / 145
li1: - / - / 142
[where the power goes]
group	switching (W)	internal (W)	leakage, nW
Combinational	0.00000429	0.00000392	0.0817
Sequential	0	0.000202	0.111
Clock	0.0000687	0.0000853	0.0150
[metrics by stage]
step | std cells | setup slack (ns) | instance area, um2 | hold slack [ns]
finish | 90 | 0.3750 | 504.2 | 0.3571
global route | 90 | 0.3168 | 504.2 | 0.4002
CTS | 90 | 0.3620 | 504.2 | 0.3771
detailed placement | 86 | 0.5684 | 478.0 | 0.4889
global placement | 86 | 0.5866 | 478.0 | 0.4677
floorplan | 37 | 0.7228 | 390.4 | 0.1879
[worst min path at each step]
stage     start                         to  cells past startpoint
6_report    rst  sample_count[7]$_DFF_PP0_                      2
5_1_grt     rst  sample_count[7]$_DFF_PP0_                      2
4_1_cts     rst  sample_count[6]$_DFF_PP0_                      2
[placed cells by master, fill, tap and decap left out]
| master | netlist | routed |
|---|---|---|
| clkdlybuf4s50_1 | 0 | 3 |
| nand4_1 | 2 | 2 |
| o21ai_0 | 3 | 3 |
| dfrtp_1 | 9 | 9 |
| inv_1 | 3 | 3 |
| xnor2_1 | 1 | 1 |
| o31ai_1 | 1 | 1 |
| xor2_1 | 3 | 3 |
| nand3_1 | 2 | 2 |
| clkbuf_4 | 0 | 3 |
| nand2_1 | 2 | 2 |
| nand3_2 | 1 | 1 |
| nor2b_1 | 1 | 1 |
| ha_1 | 1 | 1 |
| or3_1 | 2 | 2 |
| a21oi_1 | 2 | 2 |
| nor2_1 | 4 | 4 |
| clkbuf_1 | 0 | 1 |
[area by class of cell]
class | instances | area share [%]
flip-flops and latches | 9 | 44.66
inverters | 3 | 2.233
well taps | 46 | 11.41
clock buffers | 4 | 5.211
multi-input cells | 25 | 30.52
repair buffers | 3 | 5.955
[kinds of logic (layout without fill, tap and decap cells)]
logic type	count (synthesis)	after routing	synth area share, %
buf+inv	3	10	2.884
compound gates	6	6	8.333
simple gates	14	14	18.91
fa+ha+maj	1	1	3.205
flops	9	9	57.69
xor+xnor	4	4	8.976
No activity file was given, so power comes from the tool's default toggle rates.
