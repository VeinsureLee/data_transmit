<file path="flow/run.sh">
#!/bin/bash
# OpenROAD 26Q1-2900-gdf79404cd8, Yosys 0.63+post, stock flow scripts
make -C /OpenROAD-flow-scripts/flow DESIGN_CONFIG=/design/flow/config.mk WORK_HOME=/design/flow/orfs finish
</file>
<file path="flow/config.mk">
export PLATFORM = sky130hd
export DESIGN_NAME = data_transmit
export DESIGN_NICKNAME = data_transmit
export VERILOG_FILES = /design/flow/design.v
export SDC_FILE = /design/flow/constraint.sdc
export NUM_CORES = 4
export LEC_CHECK = 1
export CORE_UTILIZATION = 50
</file>
<file path="flow/constraint.sdc">
current_design data_transmit

set clk_period 5.6
set clk_io_pct 0.2

create_clock -name clk0 -period $clk_period [get_ports {clk}]

set non_clock_inputs [all_inputs -no_clocks]
set_input_delay [expr $clk_period * $clk_io_pct] -clock clk0 $non_clock_inputs
set_output_delay [expr $clk_period * $clk_io_pct] -clock clk0 [all_outputs]
</file>
<file path="flow/design.v">
module ask_mod#(
    parameter OUTPUT_WIDTH = 12           
)(
    input clk,
    input rst,
    input data_bit,             				 
	 input [OUTPUT_WIDTH-1:0] sine_c,      		       
    output reg [OUTPUT_WIDTH-1:0] dac_out
);
    always @(posedge rst or posedge clk) begin
		if(rst)
			dac_out <=0;
		else
		begin
			  if (data_bit)
					dac_out <= sine_c;
			  else
					dac_out <= 0;
		end
    end
endmodule
module bpsk_mod#(
    parameter OUTPUT_WIDTH = 12           
)(
    input clk,
    input rst,
    input data_bit,              
	 input [OUTPUT_WIDTH-1:0] sine_c,      		       
    output reg [OUTPUT_WIDTH-1:0] dac_out
);
    always @(posedge rst or posedge clk) begin
		if(rst)
			dac_out <= 0;
		else
		begin
		  if (data_bit)
				dac_out <= sine_c;
		  else
				dac_out <= ~sine_c + 1;   
		end
    end
endmodule
module data_transmit #(
	 parameter OUTPUT_WIDTH = 12
)(
    input clk,
    input rst,
	 input Data_in,
	 input mode_sel,
	 input [15:0] fcw,
	 output [11:0] mod_out,
	 output [OUTPUT_WIDTH-1:0] sine_c
);
	 nco #(
		 .OUTPUT_WIDTH(OUTPUT_WIDTH)           
	 ) u_nco(
		 .clk(clk),                       
		 .rst(rst),                     
		 .fcw(fcw),     
		 .sine_out(sine_c)            
	 );
	modulator_config u_mod_config(
		.mode_sel(mode_sel),
		.clk(clk),
		.rst(rst),
		.data_in(Data_in),
		.freq_word(fcw),
		.mod_out(mod_out),
		.sine_c(sine_c)
	);
endmodule
module modulator_config #(
	 parameter PHASE_WIDTH = 16,           
    parameter ROM_ADDR_WIDTH = 8,         
    parameter OUTPUT_WIDTH = 12           
)(
    input mode_sel,   
    input clk, rst,
    input data_in,
	 input [PHASE_WIDTH-1:0] freq_word,
	 input [OUTPUT_WIDTH-1:0] sine_c,
    output wire [OUTPUT_WIDTH:0] mod_out
);
    wire [OUTPUT_WIDTH:0] bpsk_out;
    bpsk_mod #(.OUTPUT_WIDTH(OUTPUT_WIDTH)
	 )bpsk(
		 .clk(clk), 
		 .rst(rst), 
		 .sine_c(sine_c),
		 .data_bit(data_in), 
		 .dac_out(bpsk_out)
	 );
	 wire [OUTPUT_WIDTH:0] ask_out;
	 ask_mod  ask (
		 .clk(clk), 
		 .rst(rst), 
		 .sine_c(sine_c),
		 .data_bit(data_in), 
		 .dac_out(ask_out)
	 );
    assign mod_out = (mode_sel == 1'b0) ? bpsk_out :ask_out;
endmodule
module nco #(
    parameter PHASE_WIDTH = 16,           
    parameter ROM_ADDR_WIDTH = 8,         
    parameter OUTPUT_WIDTH = 12           
)(
    input wire clk,                       
    input wire rst,                     
    input wire [PHASE_WIDTH-1:0] fcw,     
    output reg [OUTPUT_WIDTH-1:0] sine_out            
);
    reg [PHASE_WIDTH-1:0] phase_acc;      
    wire [ROM_ADDR_WIDTH-1:0] rom_addr;
    always @(posedge clk or posedge rst) begin
        if (rst)
            phase_acc <= 0;
        else
            phase_acc <= phase_acc + fcw;
    end
    assign rom_addr = phase_acc[PHASE_WIDTH-1 -: ROM_ADDR_WIDTH];
    wire [OUTPUT_WIDTH-1:0] sine_lut_out;
    sine_lut #(
        .ROM_ADDR_WIDTH(ROM_ADDR_WIDTH),
        .OUTPUT_WIDTH(OUTPUT_WIDTH)
    ) sine_table (
        .addr(rom_addr),
        .data(sine_lut_out)
    );
    always @(posedge clk) begin
        sine_out <= sine_lut_out;
    end
endmodule
module sine_lut #(
	 parameter OUTPUT_WIDTH = 12,           
	 parameter ROM_ADDR_WIDTH = 8
)(
    input wire [ROM_ADDR_WIDTH-1:0] addr,        
    output reg signed [OUTPUT_WIDTH-1:0] data        
);
    always @(*) begin
        case(addr)
				 8'd0  : data = 12'sd0;
				 8'd1  : data = 12'sd50;
				 8'd2  : data = 12'sd100;
				 8'd3  : data = 12'sd151;
				 8'd4  : data = 12'sd201;
				 8'd5  : data = 12'sd251;
				 8'd6  : data = 12'sd300;
				 8'd7  : data = 12'sd350;
				 8'd8  : data = 12'sd399;
				 8'd9  : data = 12'sd449;
				 8'd10 : data = 12'sd497;
				 8'd11 : data = 12'sd546;
				 8'd12 : data = 12'sd594;
				 8'd13 : data = 12'sd642;
				 8'd14 : data = 12'sd690;
				 8'd15 : data = 12'sd737;
				 8'd16 : data = 12'sd783;
				 8'd17 : data = 12'sd830;
				 8'd18 : data = 12'sd875;
				 8'd19 : data = 12'sd920;
				 8'd20 : data = 12'sd965;
				 8'd21 : data = 12'sd1009;
				 8'd22 : data = 12'sd1052;
				 8'd23 : data = 12'sd1095;
				 8'd24 : data = 12'sd1137;
				 8'd25 : data = 12'sd1179;
				 8'd26 : data = 12'sd1219;
				 8'd27 : data = 12'sd1259;
				 8'd28 : data = 12'sd1299;
				 8'd29 : data = 12'sd1337;
				 8'd30 : data = 12'sd1375;
				 8'd31 : data = 12'sd1411;
				 8'd32 : data = 12'sd1447;
				 8'd33 : data = 12'sd1483;
				 8'd34 : data = 12'sd1517;
				 8'd35 : data = 12'sd1550;
				 8'd36 : data = 12'sd1582;
				 8'd37 : data = 12'sd1614;
				 8'd38 : data = 12'sd1644;
				 8'd39 : data = 12'sd1674;
				 8'd40 : data = 12'sd1702;
				 8'd41 : data = 12'sd1729;
				 8'd42 : data = 12'sd1756;
				 8'd43 : data = 12'sd1781;
				 8'd44 : data = 12'sd1805;
				 8'd45 : data = 12'sd1828;
				 8'd46 : data = 12'sd1850;
				 8'd47 : data = 12'sd1871;
				 8'd48 : data = 12'sd1891;
				 8'd49 : data = 12'sd1910;
				 8'd50 : data = 12'sd1927;
				 8'd51 : data = 12'sd1944;
				 8'd52 : data = 12'sd1959;
				 8'd53 : data = 12'sd1973;
				 8'd54 : data = 12'sd1986;
				 8'd55 : data = 12'sd1997;
				 8'd56 : data = 12'sd2008;
				 8'd57 : data = 12'sd2017;
				 8'd58 : data = 12'sd2025;
				 8'd59 : data = 12'sd2032;
				 8'd60 : data = 12'sd2037;
				 8'd61 : data = 12'sd2041;
				 8'd62 : data = 12'sd2045;
				 8'd63 : data = 12'sd2046;
				 8'd64 : data = 12'sd2047;
				 8'd65 : data = 12'sd2046;
				 8'd66 : data = 12'sd2045;
				 8'd67 : data = 12'sd2041;
				 8'd68 : data = 12'sd2037;
				 8'd69 : data = 12'sd2032;
				 8'd70 : data = 12'sd2025;
				 8'd71 : data = 12'sd2017;
				 8'd72 : data = 12'sd2008;
				 8'd73 : data = 12'sd1997;
				 8'd74 : data = 12'sd1986;
				 8'd75 : data = 12'sd1973;
				 8'd76 : data = 12'sd1959;
				 8'd77 : data = 12'sd1944;
				 8'd78 : data = 12'sd1927;
				 8'd79 : data = 12'sd1910;
				 8'd80 : data = 12'sd1891;
				 8'd81 : data = 12'sd1871;
				 8'd82 : data = 12'sd1850;
				 8'd83 : data = 12'sd1828;
				 8'd84 : data = 12'sd1805;
				 8'd85 : data = 12'sd1781;
				 8'd86 : data = 12'sd1756;
				 8'd87 : data = 12'sd1729;
				 8'd88 : data = 12'sd1702;
				 8'd89 : data = 12'sd1674;
				 8'd90 : data = 12'sd1644;
				 8'd91 : data = 12'sd1614;
				 8'd92 : data = 12'sd1582;
				 8'd93 : data = 12'sd1550;
				 8'd94 : data = 12'sd1517;
				 8'd95 : data = 12'sd1483;
				 8'd96 : data = 12'sd1447;
				 8'd97 : data = 12'sd1411;
				 8'd98 : data = 12'sd1375;
				 8'd99 : data = 12'sd1337;
				 8'd100: data = 12'sd1299;
				 8'd101: data = 12'sd1259;
				 8'd102: data = 12'sd1219;
				 8'd103: data = 12'sd1179;
				 8'd104: data = 12'sd1137;
				 8'd105: data = 12'sd1095;
				 8'd106: data = 12'sd1052;
				 8'd107: data = 12'sd1009;
				 8'd108: data = 12'sd965;
				 8'd109: data = 12'sd920;
				 8'd110: data = 12'sd875;
				 8'd111: data = 12'sd830;
				 8'd112: data = 12'sd783;
				 8'd113: data = 12'sd737;
				 8'd114: data = 12'sd690;
				 8'd115: data = 12'sd642;
				 8'd116: data = 12'sd594;
				 8'd117: data = 12'sd546;
				 8'd118: data = 12'sd497;
				 8'd119: data = 12'sd449;
				 8'd120: data = 12'sd399;
				 8'd121: data = 12'sd350;
				 8'd122: data = 12'sd300;
				 8'd123: data = 12'sd251;
				 8'd124: data = 12'sd201;
				 8'd125: data = 12'sd151;
				 8'd126: data = 12'sd100;
				 8'd127: data = 12'sd50;
				 8'd128: data = 12'sd0;
				 8'd129: data = -12'sd50;
				 8'd130: data = -12'sd100;
				 8'd131: data = -12'sd151;
				 8'd132: data = -12'sd201;
				 8'd133: data = -12'sd251;
				 8'd134: data = -12'sd300;
				 8'd135: data = -12'sd350;
				 8'd136: data = -12'sd399;
				 8'd137: data = -12'sd449;
				 8'd138: data = -12'sd497;
				 8'd139: data = -12'sd546;
				 8'd140: data = -12'sd594;
				 8'd141: data = -12'sd642;
				 8'd142: data = -12'sd690;
				 8'd143: data = -12'sd737;
				 8'd144: data = -12'sd783;
				 8'd145: data = -12'sd830;
				 8'd146: data = -12'sd875;
				 8'd147: data = -12'sd920;
				 8'd148: data = -12'sd965;
				 8'd149: data = -12'sd1009;
				 8'd150: data = -12'sd1052;
				 8'd151: data = -12'sd1095;
				 8'd152: data = -12'sd1137;
				 8'd153: data = -12'sd1179;
				 8'd154: data = -12'sd1219;
				 8'd155: data = -12'sd1259;
				 8'd156: data = -12'sd1299;
				 8'd157: data = -12'sd1337;
				 8'd158: data = -12'sd1375;
				 8'd159: data = -12'sd1411;
				 8'd160: data = -12'sd1447;
				 8'd161: data = -12'sd1483;
				 8'd162: data = -12'sd1517;
				 8'd163: data = -12'sd1550;
				 8'd164: data = -12'sd1582;
				 8'd165: data = -12'sd1614;
				 8'd166: data = -12'sd1644;
				 8'd167: data = -12'sd1674;
				 8'd168: data = -12'sd1702;
				 8'd169: data = -12'sd1729;
				 8'd170: data = -12'sd1756;
				 8'd171: data = -12'sd1781;
				 8'd172: data = -12'sd1805;
				 8'd173: data = -12'sd1828;
				 8'd174: data = -12'sd1850;
				 8'd175: data = -12'sd1871;
				 8'd176: data = -12'sd1891;
				 8'd177: data = -12'sd1910;
				 8'd178: data = -12'sd1927;
				 8'd179: data = -12'sd1944;
				 8'd180: data = -12'sd1959;
				 8'd181: data = -12'sd1973;
				 8'd182: data = -12'sd1986;
				 8'd183: data = -12'sd1997;
				 8'd184: data = -12'sd2008;
				 8'd185: data = -12'sd2017;
				 8'd186: data = -12'sd2025;
				 8'd187: data = -12'sd2032;
				 8'd188: data = -12'sd2037;
				 8'd189: data = -12'sd2041;
				 8'd190: data = -12'sd2045;
				 8'd191: data = -12'sd2046;
				 8'd192: data = -12'sd2047;
				 8'd193: data = -12'sd2046;
				 8'd194: data = -12'sd2045;
				 8'd195: data = -12'sd2041;
				 8'd196: data = -12'sd2037;
				 8'd197: data = -12'sd2032;
				 8'd198: data = -12'sd2025;
				 8'd199: data = -12'sd2017;
				 8'd200: data = -12'sd2008;
				 8'd201: data = -12'sd1997;
				 8'd202: data = -12'sd1986;
				 8'd203: data = -12'sd1973;
				 8'd204: data = -12'sd1959;
				 8'd205: data = -12'sd1944;
				 8'd206: data = -12'sd1927;
				 8'd207: data = -12'sd1910;
				 8'd208: data = -12'sd1891;
				 8'd209: data = -12'sd1871;
				 8'd210: data = -12'sd1850;
				 8'd211: data = -12'sd1828;
				 8'd212: data = -12'sd1805;
				 8'd213: data = -12'sd1781;
				 8'd214: data = -12'sd1756;
				 8'd215: data = -12'sd1729;
				 8'd216: data = -12'sd1702;
				 8'd217: data = -12'sd1674;
				 8'd218: data = -12'sd1644;
				 8'd219: data = -12'sd1614;
				 8'd220: data = -12'sd1582;
				 8'd221: data = -12'sd1550;
				 8'd222: data = -12'sd1517;
				 8'd223: data = -12'sd1483;
				 8'd224: data = -12'sd1447;
				 8'd225: data = -12'sd1411;
				 8'd226: data = -12'sd1375;
				 8'd227: data = -12'sd1337;
				 8'd228: data = -12'sd1299;
				 8'd229: data = -12'sd1259;
				 8'd230: data = -12'sd1219;
				 8'd231: data = -12'sd1179;
				 8'd232: data = -12'sd1137;
				 8'd233: data = -12'sd1095;
				 8'd234: data = -12'sd1052;
				 8'd235: data = -12'sd1009;
				 8'd236: data = -12'sd965;
				 8'd237: data = -12'sd920;
				 8'd238: data = -12'sd875;
				 8'd239: data = -12'sd830;
				 8'd240: data = -12'sd783;
				 8'd241: data = -12'sd737;
				 8'd242: data = -12'sd690;
				 8'd243: data = -12'sd642;
				 8'd244: data = -12'sd594;
				 8'd245: data = -12'sd546;
				 8'd246: data = -12'sd497;
				 8'd247: data = -12'sd449;
				 8'd248: data = -12'sd399;
				 8'd249: data = -12'sd350;
				 8'd250: data = -12'sd300;
				 8'd251: data = -12'sd251;
				 8'd252: data = -12'sd201;
				 8'd253: data = -12'sd151;
				 8'd254: data = -12'sd100;
				 8'd255: data = -12'sd50;
			endcase
    end
endmodule
</file>
==> GITHUB_STEP_SUMMARY <==
## Implementation flow summary

| Metric | Value |
|---|---|
| Status | `finished, final reports clean` |
| Met1 WL | `7.77 mm` |
| Drt drc | `0` |
| HP Class | `register to register` |
| Clock buffer depth | `2` |
| Crit path top cell by count | `clkdlybuf4s50_1` |
| Drt wl/cell | `21.7 um` |
| Clk sinks | `between 50 and 60` |
| Sequential element share of the synthesized area | `0.225` |
| Gate count after technology mapping | `between 700 and 800` |
| # IOs | `44` |
| TritonRoute pass-1 iters | `8` |
| CTS Root Cell | `clkbuf_8` |
| Core outline area | `0.0105 mm2` |
| Endpoints failing setup | `0` |
| GRT Overall Usage | `0.343` |
| Die area | `roughly 0.011 mm2` |
| Initial antenna violation count | `0` |
| Area delta synth->final | `9.35%` |
| Top Layer Used | `met4` |
| Critical path arrival | `2.73 ns` |
| Global-route wire length before repair | `29.7 mm` |
| Number of port buffers | `43` |
| Log Warnings | `37` |
| Ys cells | `738` |
| Maxcap violations | `0` |
| Grt ovf | `0` |
| DR WL met3 | `2.35 mm` |
| DR iter-0 viols | `976` |
| Vias per cell | `6.99` |
| Dominant logic cell types in the final layout | `72 x a21oi_1, 65 x nor2_1, 55 x nand2_1, 44 x o21ai_0, 43 x clkdlybuf4s50_1` |
| Die Y | `~110 um` |
| Mean post-synth cell area | `7.47 um2` |
| Slew Limit Fails | `0` |
| FF+latch area | `0.00125 mm2` |
| Ys Warns | `7` |
| Layout Skew | `0.0115 ns` |
| Synthesized area | `0.00551 mm2` |
| Ys async rst share | `0.769` |
| Required time worst endpoint | `4.48 ns` |
| Post-DRT Antenna Nets | `0` |
| Commonest flop | `dfrtp_1` |
| Most frequent logic cell in the layout | `a21oi_1` |
| Vias after detailed routing | `6088` |
| Number of synthesized flops with an enable pin | `0` |
| DIE WIDTH | `107 um` |
| Tmin final | `3.85 ns` |
| Hold buffers post-CTS | `0` |
| Antenna cells | `0` |
| Postcts setup bufs | `0` |
| Fp util | `0.524` |
| CP Max Fanout | `12` |
| Vias in the first global route | `5462` |
| Comb gate area | `0.00391 mm2` |
| Layout cells sized above 1 | `0.0653` |
| Chip Area, Yosys | `0.00551 mm2` |
| Startpoint class of the critical path | `input pin` |
| Crit path max-delay family | `buffers and inverters` |
| Cell variety after synth | `71` |
| Relative slew margins | `0.397` |
| Cts bufs inserted | `5` |
| CTS tree | `done` |
| CTS resizes | `0` |
| Post-place setup slack | `1.72 ns` |
| #FFs+latches synth | `52` |
| Actual slew at the worst max-slew pin | `0.904 ns` |
| Pin count of the biggest net entering global routing | `75` |
| Rows | `37` |
| Kind of critical path | `input pin to output pin` |
| RePlAce Congestion | `1.13` |
| Filler cell count | `roughly 960` |
| Final period utilization | `0.687` |
| Hold Fails Final Rpt | `0` |
| Slowest cell on crit path | `clkdlybuf4s50_1` |
| Crit-path cells | `clkdlybuf4s50_1, mux2_2, clkdlybuf4s50_1` |
| H-tree depth | `2` |
| Fmax | `between 200 and 300 MHz` |
| WL final | `18.9 mm` |
| Final HPWL from detailed placement | `13.0 mm` |
| RSZ-0062 raised after global routing | `no` |
| CP Buf/Inv Count | `2` |
| Clk Latency, worst-skew pair | `0.32 ns` |
| Clock Pin Slew Worst Setup and Hold Paths | `0.11 ns` |
| Critical Path End Type | `output pin` |
| CP peak stage delay | `between 0.7 and 0.8 ns` |
| Setup tns final | `0 ns` |
| Worst Setup Slack, final | `between 1.5 and 2 ns` |
| Metal2 WL | `~7.5 mm` |
==> metrics by stage <==
stage / util / cells / cell area, um2 / hold slack [ns]
final: 0.574 / 871 / 6030 / 0.395
after global routing: 0.574 / 871 / 6030 / 0.424
after CTS: 0.574 / 871 / 6030 / 0.399
after detailed placement: 0.563 / 863 / 5910 / 0.384
after global placement: 0.563 / 863 / 5910 / 0.386
after floorplan: - / 738 / 5510 / 0.353
==> layout make-up <==
class,count,area share
clock buffer,5,0.0114
inverter,23,0.0143
multi-input combinational,600,0.649
timing repair buffer,52,0.0826
clock inverter,3,0.00768
sequential,52,0.207
tap,136,0.0282
==> worst register-to-register path, delay by kind of cell (launching register included) <==
| family | cells | cell delay [ns] |
|---|---|---|
| buffers and inverters | 1 | 0.32 |
| AND/OR/NAND/NOR | 4 | 1.03 |
| AND-OR/OR-AND | 1 | 0.33 |
| adder cells (fa/ha/maj) | 1 | 0.59 |
| flip-flops | 1 | 0.75 |
| multiplexers | 1 | 0.49 |
==> final timing paths <==
check                                   startpoint                           end  slack [ns]  depth (start not counted)
worst max-delay path                      mode_sel                    mod_out[1]        1.75                          3
worst min-delay path             u_nco.sine_out[0]  u_mod_config.bpsk.dac_out[0]        0.39                          0
worst min register to register   u_nco.sine_out[0]  u_mod_config.bpsk.dac_out[0]        0.39                          0
min in group asynchronous                      rst            u_nco.phase_acc[0]        1.21                          3
worst max register to register  u_nco.phase_acc[8]             u_nco.sine_out[4]        1.97                          8
max in group asynchronous                      rst           u_nco.phase_acc[12]        4.02                          3
==> logic make-up (layout without fill, tap and decap cells) <==
family	count (synthesis)	count (layout)	share of synthesized area
mux	22	22	0.0474
simple gates	255	255	0.230
buf+inv	86	83	0.0652
compound gates	270	270	0.326
flops	52	52	0.225
fa+ha+maj	31	31	0.0713
xor+xnor	22	22	0.0350
==> state kept, by name (all words and copies together) (netlist names) <==
register                   count
u_mod_config.ask.dac_out      12
u_mod_config.bpsk.dac_out     12
u_nco.phase_acc               16
u_nco.sine_out                12
==> per-layer routing <==
| layer | GRT usage | vias to the layer above |
|---|---|---|
| li1 | - | 2737 |
| met1 | 0.500 | 2773 |
| met2 | 0.482 | 449 |
| met3 | 0.0787 | 129 |
| met4 | 0.169 | 0 |
| met5 | 0 | - |
==> synth_stat cells (all sizes together), types with 3 or more instances <==
| cell | instances | area (um2) |
|---|---|---|
| or2 | 7 | 43.8 |
| dfxtp | 12 | 240 |
| a32oi | 4 | 35.0 |
| a31oi | 22 | 138 |
| buf | 32 | 156 |
| a21o | 8 | 61.3 |
| nor2 | 65 | 244 |
| o32ai | 3 | 26.3 |
| nor4 | 3 | 25.0 |
| nand2 | 55 | 206 |
| a221oi | 5 | 43.8 |
| a22oi | 5 | 37.5 |
| a211o | 8 | 70.1 |
| mux2 | 13 | 146 |
| o21ai | 44 | 220 |
| clkbuf | 31 | 116 |
| nor3b | 3 | 22.5 |
| xor2 | 9 | 78.8 |
| and2 | 18 | 113 |
| o311a | 3 | 30.0 |
| nand3b | 3 | 22.5 |
| a21oi | 72 | 360 |
| o311ai | 9 | 78.8 |
| o21a | 7 | 52.6 |
| nor2b | 21 | 131 |
| dfrtp | 40 | 1000 |
| nand4 | 3 | 18.8 |
| mux2i | 7 | 70.1 |
| nand3 | 15 | 75.1 |
| xnor2 | 13 | 114 |
| or3 | 6 | 37.5 |
| nor3 | 28 | 140 |
| inv | 22 | 82.6 |
| ha | 29 | 363 |
| o31ai | 9 | 72.6 |
| o22ai | 10 | 62.6 |
| a211oi | 17 | 133 |
| o221ai | 9 | 78.8 |
| o211ai | 9 | 67.6 |
| nand2b | 22 | 138 |
| a311oi | 11 | 96.3 |
