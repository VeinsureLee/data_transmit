<file path="./design.v">
module prbs #(
    parameter N = 8
)(
    input clk,
    input rst,
    output reg prbs_bit_out,
	 output reg [N-1:0] prbs_out
);
    reg [N-1:0] lfsr;
    always @(posedge clk or posedge rst) begin
        if (rst) begin
            lfsr <= {N{1'b1}};   
            prbs_bit_out <= 0;
        end else begin
            lfsr <= {lfsr[N-2:0], lfsr[6] ^ lfsr[5]};
            prbs_bit_out <= lfsr[N-2];   
				prbs_out <= lfsr;
        end
    end
endmodule
</file>
<file path="./run.sh">
#!/bin/bash
# OpenROAD 26Q1-2900-gdf79404cd8, Yosys 0.63+post, stock flow scripts
make -C /OpenROAD-flow-scripts/flow DESIGN_CONFIG=/design/flow/config.mk WORK_HOME=/design/flow/orfs finish
</file>
<file path="./config.mk">
export PLATFORM = sky130hd
export DESIGN_NAME = prbs
export DESIGN_NICKNAME = prbs
export VERILOG_FILES = /design/flow/design.v
export SDC_FILE = /design/flow/constraint.sdc
export NUM_CORES = 4
export LEC_CHECK = 1
export CORE_AREA = 10 10 85 85
export DIE_AREA = 0 0 95 95
</file>
<file path="./constraint.sdc">
current_design prbs

set clk_period 1.5
set clk_io_pct 0.2

create_clock -name clk0 -period $clk_period [get_ports {clk}]

set non_clock_inputs [all_inputs -no_clocks]
set_input_delay [expr $clk_period * $clk_io_pct] -clock clk0 $non_clock_inputs
set_output_delay [expr $clk_period * $clk_io_pct] -clock clk0 [all_outputs]
</file>
==> CHANGELOG.md <==
### Implementation results

* Status: finished, final reports clean
* Top achievable clock speed at between 700 and 800 MHz
* Largest net degree at the start of global routing at 18
* Worst-path maximum fanout at 1
* Tot GR Track Use at 0.01834
* # DRC at 0
* Slew HR at 0.9153
* Async SR Flop Fraction at 0.5294
* Hold crit path type: in -> async
* Clock Sinks at 17
* Hold Vio Cnt, Final at 0
* First-pass DRT Iterations at 2
* Core ar. at roughly 5500 um2
* Power share of the clock group at 0.378
* First-pass GRT wire length at around 1200 um
* Crit-path cells: clkdlybuf4s50_1
* Late-Pin Clk Latency at between 0.2 and 0.25 ns
* CTS tree: built
* Max Cap Viol at 0
* Slowest stage delay, CP at approximately 0.47 ns
* EDFF count, synth at 8
* Layout Utilization at 0.1358
* Tool Warnings at 25
* Design area at about 740 um2
* Post-Syn Area per Cell at about 26 um2
* Sequential share of power at 0.591
* Comb power frac at 0.032
* Slowest CP cell: clkdlybuf4s50_1
* Synth-to-layout area growth at 52.31%
* CTS Buffer Depth at 2
* Setup Viol. Count Final at 0
* DIE HEIGHT at roughly 95 um
* PortBufs at 10
* Max-slew violation count at 0
* Clock Tree Root: clkbuf_8
* Synth top area cells: edfxtp_1, dfstp_2, dfrtp_1
* Fp util at 0.08916
* Leak at approximately 0.00027 uW
* I/O pin cnt at 11
* Final RePlAce weighted congestion at approximately 0.67
* Post-placement cell area at approximately 700 um2
* Psw at 141.3 uW
* Via count of the first global-routing pass at approximately 220
* Worst endpoint data arrival time at 1.06 ns
* Synth cell types at 5
* Drt via density at ~1.9
* H-tree depth at 1
* CP startpoint: prbs_out[0]
* CP top delay family: buffers and inverters
* Main synth FF type: edfxtp_1
* Yosys reg bits at 17
* ANT cells at 0
* Critical setup path kind: reg -> out
* Crit path capture type: output port
* Max VDD drop at around 0.25 mV
* Antenna violations before repair at 0
* Top area contributor share at 0.4923
* Seq share, synth at 0.9744
* Crit path time final at between 1 and 1.5 ns
* Inserted Clock Buffers at 3
* DP Cell Count at a little over 100
* RSZ-0062 raised after global routing: no
* Crit path buffers/inverters at 1
* Clock transition at the registers of the reported paths at roughly 0.06 ns
* Cell Int Power at 698.9 uW
* Number of post-CTS setup repair buffers at 0
* Cells after synthesis at 19
* Yosys warns at 1
* Cycle use final at 0.9049
* Site Rows at 27
* Cell taking the most area after synthesis: edfxtp_1
* Vias at 203
* Post-CTS Resized at 0
* Post-Route Skew at ~0.00085 ns
* Sum of negative setup slack at 0 ns
* 1st-iter DRT viols at 3
* Switching part of the total power at 0.1682
* YS chip area at 488.0 um2
* # Cells Yosys at 19
* Slew @ Worst Pin at about 0.13 ns
* Top cells by count: dfstp_2, edfxtp_1, dfrtp_1, inv_1, xor2_1
* Reg-to-Reg Start: lfsr[6]
* Routed Antenna Nets at 0
* Post-CTS Hold Buffers at 0
* Drt total wl at about 760 um
* PwrDens at between 1000 and 1500 nW/um2
* Crit start category: flop
* Proportion of layout cells with a drive suffix above 1 at 0.3529
* Chip Width at around 95 um
* Post-Syn Area at approximately 490 um2
* Gr ovfl total at 0
* Crit path DRT at 1.20 ns
* DR WL/cell at approximately 7.1 um
* Non-Filler Instances at 106
* DIE AREA at approximately 9000 um2
[state kept, by name, indices dropped and copies added, names as in the netlist]
| register | cells |
|---|---|
| lfsr | 8 |
| prbs_out | 8 |
| prbs_bit_out | 1 |
[cells in the final DEF, fill, tap and decap left out, drive strengths merged]
cell           instances
buf                    1
clkbuf                 4
clkdlybuf4s50         10
dfrtp                  1
dfstp                  8
edfxtp                 8
inv                    1
xor2                   1
[cell families after synthesis]
logic type / after synthesis / share of synthesized area
flip-flops: 17 / 0.9743
XOR/XNOR: 1 / 0.01795
buffers and inverters: 1 / 0.007685
[cell type report]
cell class / instances / area (um2)
Fill cell: 615 / 4730
Sequential cell: 17 / 475.5
Inverter: 1 / 3.754
Tap cell: 72 / 90.09
Clock buffer: 4 / 45.04
Timing Repair Buffer: 11 / 120.1
Multi-Input combinational cell: 1 / 8.758
[routing by layer]
| metal | GRT usage | vias up | wire length (um) |
|---|---|---|---|
| met5 | 0 | - | 0 |
| met4 | 0.006234 | 0 | 23 |
| met3 | 0.01122 | 4 | 70 |
| met2 | 0.02860 | 7 | 370 |
| met1 | 0.02029 | 98 | 293 |
| li1 | - | 94 | - |
[worst paths after layout]
kind	endpoint	slack, ns	depth (start not counted)
min	prbs_bit_out	0.36	3
min reg2reg	lfsr[2]	0.36	0
min in group clk0	lfsr[2]	0.36	0
max reg2reg	lfsr[0]	0.72	1
max	prbs_out[0]	0.14	1
max in group asynchronous	lfsr[6]	0.94	3
[through the flow]
| stage | power (uW) | hold slack [ns] | setup slack, ns |
|---|---|---|---|
| finish | 840.2 | 0.3600 | 0.1427 |
| detailed placement | 532.7 | 0.3586 | 0.2574 |
| global route | 877.7 | 0.3720 | 0.08289 |
| global placement | 532.4 | 0.3554 | 0.2618 |
| CTS | 852.2 | 0.3598 | 0.1214 |
| floorplan | 509.3 | 0.2142 | 0.4888 |
[power by group through the flow]
stage / Sequential, uW / Combinational [uW] / Clock, uW
4_1_cts: 496 / 28.5 / 327
6_report: 496 / 26.8 / 317
5_1_grt: 497 / 29.9 / 351
Power is estimated from default activity; no workload was simulated.
